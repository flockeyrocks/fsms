$ cat /design/flow/config.mk
export PLATFORM = sky130hd
export DESIGN_NAME = conseq_sequence
export DESIGN_NICKNAME = conseq_sequence
export VERILOG_FILES = /design/flow/design.v
export SDC_FILE = /design/flow/constraint.sdc
export NUM_CORES = 4
export LEC_CHECK = 1
export CORE_AREA = 10 10 70 70
export DIE_AREA = 0 0 80 80
$ cat /design/flow/constraint.sdc
current_design conseq_sequence

set clk_period 1.1
set clk_io_pct 0.2

create_clock -name clk0 -period $clk_period [get_ports {clk}]

set non_clock_inputs [all_inputs -no_clocks]
set_input_delay [expr $clk_period * $clk_io_pct] -clock clk0 $non_clock_inputs
set_output_delay [expr $clk_period * $clk_io_pct] -clock clk0 [all_outputs]
$ cat /design/flow/design.v
`timescale 1ns / 1ps
module conseq_sequence(
input clk,
    input reset_n,
    input x,
    output y
    );
    reg [2:0] state_reg, state_next;
    localparam s0 = 0;
    localparam s1 = 1;
    localparam s2 = 2;
    localparam s3 = 3;
    localparam s4 = 4;
    localparam s5 = 5;
    localparam s6 = 6;
    always @(posedge clk, negedge reset_n)
    begin
        if (~reset_n)
            state_reg <= s0;
        else
            state_reg <= state_next;
    end
    always @(*)
    begin
        case(state_reg)
            s0: if(x)
                    state_next = s4;
                else
                    state_next = s1;                
            s1: if(x)
                    state_next = s4;
                else
                    state_next = s2;                 
            s2: if(x)
                    state_next = s4;
                else
                    state_next = s3; 
            s3: if(x)
                    state_next = s4;
                else
                    state_next = s3;
            s4: if(x)
                    state_next = s5;
                else
                    state_next = s1;                
            s5: if(x)
                    state_next = s6;
                else
                    state_next = s1;                 
            s6: if(x)
                    state_next = s6;
                else
                    state_next = s1;
            default: state_next = state_reg;            
        endcase
    end
    assign y = (state_reg == s3)| (state_reg == s6);
endmodule
$ cat /design/flow/run.sh
#!/bin/bash
# OpenROAD 26Q1-2900-gdf79404cd8, Yosys 0.63+post, stock flow scripts
make -C /OpenROAD-flow-scripts/flow DESIGN_CONFIG=/design/flow/config.mk WORK_HOME=/design/flow/orfs finish
==> job_summary.md <==
### Metrics collected by this job

| Metric | Value |
|---|---|
| Worst Clk Skew | 0.524 ps |
| RD Place Congestion | 0.713 |
| Place WS | -184 ps |
| Vias | 159 |
| Distinct cells, synth | 12 |
| Top area contributor share | 60.9% |
| Yosys stat cell total | 20 |
| Global-route wire length before repair | 834 µm |
| Status | finished with violations |
| Mapped cell area | 246 µm² |
| Clk latency late pin | 250 ps |
| Fmax | 841 MHz |
| Synth area leader | dfrtp_1 |
| Crit. End Element | primary output |
| Fin. max-slew vios | 0 |
| Init Core Util | 7.22% |
| Final instance area | 387 µm² |
| Vias/cell | 2.09 |
| Drt first pass iters | 3 |
| Layout area overhead | 56.9% |
| Synth Instances | 20 |
| Startpoint Class | flop |
| Die X-Extent | 80 µm |
| Met1 Track Usage GR | 1.82% |
| Max VDD drop | 0.000258 V |
| Die Y | 80 µm |
| Setup WS post-layout | -89.0 ps |
| Tool warnings | 27 |
| Reg-to-Reg Start | state_reg[3] |
| CTS tree | done |
| Top cells, area | dfrtp_1, dfstp_2, nor2_1, a21oi_2, o21ai_2 |
| H-tree depth | 1 |
| Worst Path Required | 880 ps |
| Critical path cell sequence | or2_4 > buf_6 |
| Sequential cell area | 176 µm² |
| Crit Path Max Fanout | 2 |
| Critical path arrival | 970 ps |
| Vias in the first global route | 186 |
| Busiest grt layer | met3 |
| PwrDens | 1490 nW/µm² |
| Post-synth seq share | 71.6% |
| Placement Cell Area | 349 µm² |
| Syn_area_per_cell | 12.3 µm² |
| Hold Vio Cnt, Final | 0 |
| Initial antenna violation count | 0 |
| Final antenna-violating net count | 0 |
| Pin count of the biggest net entering global routing | 8 |
| Seq cells post-synth | 7 |
| Failing checks | setup timing |
| # fillers | 396 |
| Avg WL per Cell | 5.91 µm |
| CTS Sinks | 7 |
| R2R Path End | state_reg[4] |
| YS chip area | 246 µm² |
| CP endpoint | y |
| Cycle use final | 108% |
| RSZ-0062 raised after global routing | true |
| I/O pin count | 4 |
| Worst-path clk slew | 50 ps |
| Ys Warns | 1 |
| Clock Path Buffers | 2 |
| Met3 usage | 2.50% |
| Hold slack | 226 ps |
| Setup TNS | -89.0 ps |
| Static Leakage | 0.167 nW |
| Tmin final | 1190 ps |
| Site row count | 21 |
| Setup CP Type | flop to primary output |
| Layout cells sized above 1 | 40.0% |
| Number of diodes | 0 |
| Max-cap violations | 0 |
| Comb area | 68.8 µm² |
| Post-layout util | 11.3% |
| DRC Markers | 0 |
| R2R depth | 4 |
| R2R setup slack | 150 ps |
| Total GRT Usage | 1.82% |
| Buf/Inv on CP | 1 |
| Top delay family on crit path | flip-flops |
| Final setup vio count | 1 |
| Largest register FFs | 7 |
| Grt met2 use | 2.09% |
| Worst path max stage delay | 370 ps |
| Core area | 3420 µm² |
| Slowest-stage cell, CP | dfrtp_1 |
| Stages on the worst setup path | 2 |
| IO buf count | 3 |
| Crit path launch | state_reg[3] |
| Die area | 6400 µm² |
| Root Buffer | clkbuf_4 |
| Global route overflow | 0 |
| Iter 0 DRT Violations | 1 |
| Worst Hold Class | input port to asynchronous set/reset pin |
| TritonCTS Buffers | 3 |
| Total wire length | 449 µm |
[Yosys cell counts (all sizes together)]
cell type and number:
dfrtp 6, nor2 5, a21oi 2, and2 1
conb 1, dfstp 1, inv 1, nor2b 1
o21ai 1, or2 1
[final cells by class]
type | instances | area share (%)
clock buffers | 4 | 6.80
well taps | 46 | 14.9
inverters | 1 | 0.971
flip-flops and latches | 7 | 45.6
multi-input cells | 12 | 17.8
repair buffers | 6 | 13.9
[report_power, final]
| group | switching, mW | total [mW] | leakage (nW) | internal [mW] |
|---|---|---|---|---|
| sequential | 0.00764 | 0.284 | 0.0882 | 0.277 |
| clock | 0.0898 | 0.228 | 0.0150 | 0.138 |
| combinational | 0.0265 | 0.0640 | 0.0634 | 0.0375 |
[repair_timing]
action                     in CTS  in global routing
cloned                          0                  0
hold buffers                    0                  0
pin swaps                       1                  0
setup endpoints to repair       1                  1
hold endpoints to repair        0                  0
gates resized                   5                  0
buffers inserted                1                  0
[routing by layer]
| layer | share of wire [%] | wire length, µm |
|---|---|---|
| met5 | 0 | 0 |
| met4 | 2.9 | 13 |
| met1 | 41 | 185 |
| met3 | 21 | 96 |
| met2 | 34 | 154 |
[worst register-to-register path, cell delays in order, from the launching register on]
cell     delay [ps]
dfrtp_1         370
buf_4           130
buf_4           120
o21ai_2         140
a21oi_2          70
[worst min-delay path by stage]
stage,start,end,depth (start not counted)
final,reset_n,state_reg[4],1
after global routing,reset_n,state_reg[4],1
after CTS,reset_n,state_reg[4],1
[cell usage in the layout, fill, tap and decap left out, drive strengths merged]
cell,netlist,routed
dfrtp,6,6
nor2,5,5
clkbuf,0,4
buf,0,4
clkdlybuf4s50,0,2
a21oi,2,2
inv,1,1
nor2b,1,1
o21ai,1,1
and2,1,1
or2,1,1
dfstp,1,1
conb,1,1
[logic make-up (layout without fill, tap and decap cells)]
logic type | after synthesis | in the layout | share of synthesized area [%]
compound gates | 3 | 3 | 9.14
buf+inv | 1 | 11 | 1.52
flops | 7 | 7 | 71.6
other cells | 1 | 1 | 1.52
simple gates | 8 | 8 | 16.2
[stage by stage]
| step | cells | total power, mW |
|---|---|---|
| 6_report | 76 | 0.576 |
| 5_1_grt | 76 | 0.622 |
| 4_1_cts | 76 | 0.588 |
| 3_5_place_dp | 71 | 0.346 |
| 3_3_place_gp | 71 | 0.342 |
| 2_1_floorplan | 20 | 0.311 |
Power and IR drop assume default switching activity.
