==> run.sh <==
#!/bin/bash
# OpenROAD 26Q1-2900-gdf79404cd8, Yosys 0.63+post, stock flow scripts
make -C /OpenROAD-flow-scripts/flow DESIGN_CONFIG=/design/flow/config.mk WORK_HOME=/design/flow/orfs finish
==> config.mk <==
export PLATFORM = sky130hd
export DESIGN_NAME = dual_sequence_detector
export DESIGN_NICKNAME = dual_sequence_detector
export VERILOG_FILES = /design/flow/design.v
export SDC_FILE = /design/flow/constraint.sdc
export NUM_CORES = 4
export LEC_CHECK = 1
export CORE_AREA = 10 10 70 70
export DIE_AREA = 0 0 80 80
==> constraint.sdc <==
current_design dual_sequence_detector

set clk_period 1.7
set clk_io_pct 0.2

create_clock -name clk0 -period $clk_period [get_ports {clk}]

set non_clock_inputs [all_inputs -no_clocks]
set_input_delay [expr $clk_period * $clk_io_pct] -clock clk0 $non_clock_inputs
set_output_delay [expr $clk_period * $clk_io_pct] -clock clk0 [all_outputs]
==> design.v <==
`timescale 1ns / 1ps
module dual_sequence_detector(
input clk,
    input reset_n,
    input x,
    output y
    );
    reg [2:0] state_reg, state_next;
    localparam s0 = 0;
    localparam s1 = 1;
    localparam s2 = 2;
    localparam s3 = 3;
    localparam s4 = 4;
    localparam s5 = 5;
    always @(posedge clk, negedge reset_n)
    begin
        if (~reset_n)
            state_reg <= s0;
        else
            state_reg <= state_next;
    end
    always @(*)
    begin
        case(state_reg)
            s0: if(x)
                    state_next = s4;
                else
                    state_next = s1;                
            s1: if(x)
                    state_next = s2;
                else
                    state_next = s1;                 
            s2: if(x)
                    state_next = s4;
                else
                    state_next = s3;  
            s3: if(x)
                    state_next = s2;
                else
                    state_next = s5;
            s4: if(x)
                    state_next = s4;
                else
                    state_next = s3;
            s5: if(x)
                    state_next = s2;
                else
                    state_next = s1;          
            default: state_next = state_reg;            
        endcase
    end
    assign y = (state_reg == s2) & ~x | (state_reg == s5) & x;
endmodule
==> impl_metrics.json <==
{
  "status": "completed",
  "synthTopCellsByArea": "dfrtp_1, dfstp_2, o21a_1",
  "fp_util": 0.0637,
  "netlist_instances": 15,
  "gp_congestion": 0.615,
  "r2r_setup_slack_ns": 0.85,
  "cts_buffers": 3,
  "netlist_top_cells_count": "dfrtp_1, o21a_1",
  "htree_levels": 1,
  "leakage_nw": 0.157,
  "syn_area_um2": 218,
  "synth_seq_share": 0.695,
  "synth_cell_type_count": 10,
  "clk_pin_slew_ns": 0.05,
  "cts_hold_buf": 0,
  "drc": 0,
  "die_w_um": 80,
  "skew_ns": 0.00807,
  "hold_ws_ns": 0.332,
  "yosysWarnings": 1,
  "num_antenna_cells": 0,
  "ir_drop_uv": 127,
  "row_count": 21,
  "firstDrtPassIters": 2,
  "hold_viol_final": 0,
  "cts_tree": "yes",
  "cpMaxStageDelayCell": "dfrtp_1",
  "antenna_found_initial": 0,
  "finalCriticalPeriod_ns": 1.37,
  "via_count": 131,
  "drt_wl_total_um": 375,
  "yosys_area_um2": 218,
  "avgSynthCellArea_um2": 14.5,
  "gr-total-overflow": 0,
  "cts-root-buf": "clkbuf_4",
  "edf_count": 0,
  "setup_viol": 0,
  "finalCritPeriodShare": 0.804,
  "clkLatencyLatePin_ns": 0.24,
  "timing.rr.start": "state_reg[2]",
  "synthMostInstantiatedCell": "dfrtp_1",
  "synth_flop_count": 6,
  "crit_start": "state_reg[2]",
  "cts_num_sinks": 6,
  "utilization": 0.101,
  "required_ns": 1.36,
  "area_delta_synth_final_pct": 58.0,
  "crit_path_cell_trace": "mux2_4, dlymetal6s2s_1",
  "core_area_mm2": 0.00342,
  "cp-end-kind": "primary output",
  "final_max_slew_viol_count": 0,
  "crit_buf_inv": 1,
  "grt_pass1_wl_um": 627,
  "ant_nets": 0,
  "fillers": 397,
  "power_density_mw_per_mm2": 957,
  "track_usage": 0.0133,
  "drive_gt1_frac": 0.348,
  "dieArea_mm2": 0.00640,
  "tool_warnings": 25,
  "die_h_um": 80,
  "rsz0062_at_grt": "no",
  "numPortBuffers": 3,
  "largest_area_cell": "dfrtp_1",
  "min_path_type": "primary input to async pin",
  "fmax_mhz": 732,
  "worstPathArrival_ns": 1.03,
  "async_flop_share": 1.00,
  "cp_max_fo": 3,
  "start_kind": "flop",
  "grt_pass1_vias": 149,
  "critPathMaxStageDelay_ns": 0.39,
  "yosysCellCount": 15,
  "clk_path_buf_depth": 2,
  "viasPerCell": 1.90,
  "drv_cap": 0,
  "largest_register_ffs": 6,
  "drt_iter0_markers": 12,
  "ys.flop_type": "dfrtp_1",
  "crit_type": "flop to primary output",
  "critical-path-top-delay-family": "flip-flops",
  "yosysTopAreaCellShare": 0.575,
  "grt_max_degree": 7,
  "pin_count": 4,
  "wl_per_cell_um": 5.43
}
kinds of logic after synthesis:
| kind of cell | count (synthesis) | share of synthesized area |
|---|---|---|
| flops | 6 | 0.695 |
| compound gates | 4 | 0.161 |
| simple gates | 3 | 0.0747 |
| mux | 1 | 0.0517 |
| other cells | 1 | 0.0172 |
through the flow:
step,setup WS [ns],std cells,instance area [um2],power [W],TNS (ns)
2_1_floorplan,0.742,15,218,0.000175,0
3_3_place_gp,-0.217,65,313,0.000192,-0.217
3_5_place_dp,-0.209,65,313,0.000193,-0.209
4_1_cts,0.0244,69,342,0.000339,0
5_1_grt,0.293,69,344,0.000354,0
6_report,0.333,69,344,0.000329,0
area by class of cell:
cell class                      instances  area [um2]  area share
Timing Repair Buffer                    4        38.8       0.113
Multi-Input combinational cell          9        70.1       0.204
Sequential cell                         6         151       0.440
Clock buffer                            4        26.3      0.0764
Tap cell                               46        57.6       0.167
per-layer routing:
layer	global-route usage	part of all wire	vias to the layer above
met2	0.0152	0.39	3
met1	0.0141	0.47	62
met4	0.00880	0.024	0
met3	0.0136	0.11	2
met5	0	0	-
li1	-	-	64
cells in the final DEF, fill, tap and decap left out:
master           instances
dlymetal6s2s_1           1
conb_1                   1
nor2b_1                  1
o21a_1                   2
clkdlybuf4s50_1          1
nor2_1                   1
o31a_2                   1
clkbuf_1                 1
dfrtp_1                  5
o21ba_1                  1
buf_4                    1
clkbuf_4                 3
mux2_4                   1
nor2_2                   1
dlygate4sd2_1            1
dfstp_2                  1
power by group:
group	total (W)	switching (W)	internal [W]
Clock	0.000139	0.0000502	0.0000888
Combinational	0.0000296	0.0000109	0.0000187
Sequential	0.000161	0.00000588	0.000155
path summary, 6_finish.rpt:
| check | end | depth (start not counted) |
|---|---|---|
| setup / recovery | y | 2 |
| hold / removal | state_reg[5] | 1 |
| setup reg to reg | state_reg[2] | 3 |
| hold reg to reg | state_reg[2] | 1 |
| max in group asynchronous | state_reg[0] | 1 |
| min in group clk0 | state_reg[2] | 1 |
worst reg2reg max path: cells and delay by family, from the launching register on:
family / cells / cell delay (ns)
DFF: 1 / 0.39
AOI/OAI and AO/OA: 2 / 0.26
and+or+nand+nor: 1 / 0.14
timing repair:
| action | in CTS | in global routing |
|---|---|---|
| setup buffers | 0 | 0 |
| resized | 2 | 1 |
| cloned | 0 | 0 |
| endpoints found under the setup margin | 1 | 1 |
No activity file was given, so power comes from the tool's default toggle rates.
