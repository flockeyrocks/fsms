==> flow/design.v <==
`timescale 1ns / 1ps
module even_odd_conseq00(
input clk,
    input reset_n,
    input x,
    output y
    );
    reg [2:0] state_reg, state_next;
    localparam s0 = 0;
    localparam s1 = 1;
    localparam s2 = 2;
    localparam s3 = 3;
    localparam s4 = 4;
    localparam s5 = 5;
    always @(posedge clk, negedge reset_n)
    begin
        if (~reset_n)
            state_reg <= s0;
        else
            state_reg <= state_next;
    end
    always @(*)
    begin
        case(state_reg)
            s0: if(x)
                    state_next = s1;
                else
                    state_next = s2;                
            s1: if(x)
                    state_next = s0;
                else
                    state_next = s5;                 
            s2: if(x)
                    state_next = s1;
                else
                    state_next = s3; 
            s3: if(x)
                    state_next = s4;
                else
                    state_next = s3;
            s4: if(x)
                    state_next = s3;
                else
                    state_next = s4;                
            s5: if(x)
                    state_next = s0;
                else
                    state_next = s4;
            default: state_next = state_reg;            
        endcase
    end
    assign y = state_reg == s4;
endmodule
==> flow/run.sh <==
#!/bin/bash
# OpenROAD 26Q1-2900-gdf79404cd8, Yosys 0.63+post, stock flow scripts
make -C /OpenROAD-flow-scripts/flow DESIGN_CONFIG=/design/flow/config.mk WORK_HOME=/design/flow/orfs finish
==> flow/config.mk <==
export PLATFORM = sky130hd
export DESIGN_NAME = even_odd_conseq00
export DESIGN_NICKNAME = even_odd_conseq00
export VERILOG_FILES = /design/flow/design.v
export SDC_FILE = /design/flow/constraint.sdc
export NUM_CORES = 4
export LEC_CHECK = 1
export CORE_AREA = 10 10 70 70
export DIE_AREA = 0 0 80 80
==> flow/constraint.sdc <==
current_design even_odd_conseq00

set clk_period 1.0
set clk_io_pct 0.2

create_clock -name clk0 -period $clk_period [get_ports {clk}]

set non_clock_inputs [all_inputs -no_clocks]
set_input_delay [expr $clk_period * $clk_io_pct] -clock clk0 $non_clock_inputs
set_output_delay [expr $clk_period * $clk_io_pct] -clock clk0 [all_outputs]
==> flow_summary.json <==
{
  "outcome": "complete, no violations",
  "critical_path.max_stage_delay_ps": 370,
  "area_growth_syn_to_layout_pct": 58.3,
  "vdd_drop_max_v": 0.000377,
  "synth_flops": 6,
  "dr.first_iter.drc_count": 8,
  "maxSlewViolCount": 0,
  "finalClockSkew_ps": 10.2,
  "cp_data_arrival_time_ps": 720,
  "path_class": "reg2out",
  "numClockSinks": 6,
  "cts_max_path_buffers": 2,
  "p_clk_frac": 0.438,
  "syn_area_um2": 204,
  "grt.total_usage": 0.0167,
  "total_leakage_power_nw": 0.129,
  "log.warning_count": 25,
  "route.antenna.remaining_nets": 0,
  "tightestPinTransition_ps": 259,
  "syn-instance-count": 16,
  "clockRootBuffer": "clkbuf_4",
  "setup_viol_count_final": 0,
  "grt_setup_unrepaired": "no",
  "drt-pass1-iter-count": 2,
  "vias_in_the_first_global_route": 169,
  "routed-via-count": 142,
  "logic_area_um2": 52.6,
  "cpMaxStageDelayCell": "dfrtp_1",
  "synth_cell_type_count": 7,
  "place_inst": 66,
  "crit_start_category": "flip-flop",
  "antenna_found_initial": 0,
  "ys_cells": 16,
  "sequence_of_cells_on_the_critical_path": "buf_2",
  "drive_gt1_frac": 0.250,
  "routability_cong": 0.713,
  "post_synth.cell_area_avg_um2": 12.7,
  "clkSlewWorstSetupHoldPaths_ps": 50,
  "tritoncts": "done",
  "worstSkewPairLatency_ps": 250,
  "final-hold-violation-count": 0,
  "post-route-min-period_ps": 924,
  "top_level_ports": 4,
  "yosys.stat.chipArea_um2": 204,
  "required_ps": 800,
  "seq_power_share": 0.479,
  "fp-utilization": 0.0597,
  "sequential_cell_area_um2": 151,
  "hold_path_class": "in2async",
  "final.period_utilization": 0.924,
  "max_slew_margin": 0.827,
  "dieHeight_um": 80,
  "core_um2": 3420,
  "timing.fmax_ghz": 1.08,
  "maximum_number_of_pins_on_one_net_before_global_route_repair": 9,
  "std_cell_rows": 21,
  "sw_frac_of_total": 0.212,
  "worst_setup_path_end_kind": "primary output",
  "final_core_utilization": 0.0945,
  "combinationalPowerShare": 0.083,
  "power.switching_w": 0.000116,
  "critical_path.n_buffers_inverters": 1,
  "p_int_w": 0.000434,
  "h-tree-depth": 1,
  "numCtsBuffers": 3,
  "die_x_um": 80,
  "final_cell_count_no_fill": 71,
  "worst_path_dominant_cell_family": "flip-flops",
  "power_density_nw_per_um2": 1700,
  "detail_route.vias_per_cell": 2.00,
  "grt_first_pass_wirelength_um": 752,
  "chip_area_um2": 6400,
  "io_buffer_count": 3,
  "register_area_share_after_synthesis": 0.742,
  "path_max_fanout": 2,
  "worstSetupStartpoint": "state_reg[1]",
  "drt_wl_total_um": 418,
  "max_cap_viol_count": 0,
  "critical_path.reg2reg.startpoint": "state_reg[1]",
  "detailed_route_wire_length_per_cell_um": 5.89,
  "largest_register_ffs": 6,
  "gr-total-overflow": 0,
  "drc": 0,
  "nFillCells": 402,
  "synthesis.yosys.warnings": 1
}
[path summary, 6_finish.rpt]
path	endpoint	slack (ps)	cells past startpoint
max in group asynchronous	state_reg[0]	550	1
worst max register to register	state_reg[1]	200	3
min in group clk0	state_reg[0]	490	1
worst min register to register	state_reg[0]	490	1
worst min-delay path	state_reg[1]	180	1
worst max-delay path	y	80	1
[per-stage QoR]
stage / area [um2] / setup TNS, ps / power (W) / setup slack (ps) / hold WS (ps)
after global routing: 320 / 0 / 0.000593 / 32.6 / 193
after CTS: 320 / 0 / 0.000561 / 62.4 / 182
after floorplan: 204 / 0 / 0.000277 / 324 / -95.6
after global placement: 299 / -98.6 / 0.000316 / -47.8 / 442
after detailed placement: 299 / -294 / 0.000320 / -88.1 / 449
final: 323 / 0 / 0.000550 / 75.7 / 179
[timing repair]
item | 4_1_cts | 5_1_grt
hold buffers | 0 | 0
gates resized | 3 | 0
setup buffers | 0 | 0
setup endpoints to repair | 1 | 0
[cells in the final DEF (no fill, tap or decap)]
| cell | instances |
|---|---|
| o21ai_0 | 2 |
| nor2_1 | 2 |
| buf_4 | 1 |
| dfrtp_1 | 5 |
| nand2_1 | 2 |
| nor2b_1 | 2 |
| clkdlybuf4s50_1 | 2 |
| clkbuf_4 | 3 |
| diode_2 | 1 |
| buf_2 | 1 |
| dfstp_2 | 1 |
| o21a_1 | 2 |
| clkbuf_1 | 1 |
[area by class of cell]
class,instances,share of cell area
flip-flops and latches,6,0.469
well taps,46,0.178
multi-input cells,10,0.163
repair buffers,4,0.101
clock buffers,4,0.0814
diodes,1,0.00775
[cells by family after synthesis]
logic type	share of synthesized area
flip-flops	0.742
AND/OR/NAND/NOR	0.135
AND-OR/OR-AND	0.123
[power by group through the flow]
stage / sequential (W) / clock [W] / combinational (W)
final: 0.000263 / 0.000241 / 0.0000459
after global routing: 0.000265 / 0.000274 / 0.0000545
after CTS: 0.000263 / 0.000251 / 0.0000474
[metal layers]
metal / global-route usage / up-vias / share of wire
li1: - / 69 / -
met4: 0.00176 / 0 / 0
met3: 0.0273 / 0 / 0.23
met5: 0 / - / 0
met2: 0.0185 / 9 / 0.34
met1: 0.0161 / 64 / 0.42
[synthesized netlist by cell type]
master	n	share of area
dfstp_2	1	0.13
nor2_1	2	0.037
dfrtp_1	5	0.61
nor2b_1	2	0.061
o21a_1	2	0.074
o21ai_0	2	0.049
nand2_1	2	0.037
Power is estimated from default activity; no workload was simulated.
